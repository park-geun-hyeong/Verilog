$ cat /design/flow/config.mk
export PLATFORM = sky130hd
export DESIGN_NAME = segment_clock
export DESIGN_NICKNAME = segment_clock
export VERILOG_FILES = /design/flow/design.v
export SDC_FILE = /design/flow/constraint.sdc
export NUM_CORES = 4
export LEC_CHECK = 1
export CORE_UTILIZATION = 50
$ cat /design/flow/constraint.sdc
current_design segment_clock

set clk_period 1.7
set clk_io_pct 0.2

create_clock -name clk0 -period $clk_period [get_ports {clk_1k}]

set non_clock_inputs [all_inputs -no_clocks]
set_input_delay [expr $clk_period * $clk_io_pct] -clock clk0 $non_clock_inputs
set_output_delay [expr $clk_period * $clk_io_pct] -clock clk0 [all_outputs]
$ cat /design/flow/design.v
module segment_clock(
	input clk, clk_1k, reset,
	output reg[7:0] seg_data, seg_com
);
reg carry_1s, carry_10s, carry_1m, carry_10m, carry_1h, carry_10h, carry_1d;
reg [3:0] c_1s, c_1m, c_1h, c_1d;
reg [3:0] c_10s, c_10m, c_10h, c_10d;
reg [2:0] sel_count;
always@(posedge clk_1k or negedge reset)begin
	if(~reset)begin
		seg_com<=0;
		sel_count<=3'd0;
	end
	else begin
		sel_count <= sel_count + 1;
		case(sel_count)
			3'b000 : seg_com<=8'b1111_1110;
			3'b001 : seg_com<=8'b1111_1101;
			3'b010 : seg_com<=8'b1111_1011;
			3'b011 : seg_com<=8'b1111_0111;
			3'b100 : seg_com<=8'b1110_1111;
			3'b101 : seg_com<=8'b1101_1101;
			3'b110 : seg_com<=8'b0111_1111;
			3'b111 : seg_com<=8'b0111_1101;
			default: seg_com<=0;
		endcase
	end			
end
wire [7:0] seg_data_0, seg_data_1, seg_data_2, seg_data_3, seg_data_4, seg_data_5, seg_data_6, seg_data_7;
segment_decode seg7(.clk(clk_1k), .reset(reset), .data(c_10d), .seg_data(seg_data_7));
segment_decode seg6(.clk(clk_1k), .reset(reset), .data(c_1d),  .seg_data(seg_data_6));
segment_decode seg5(.clk(clk_1k), .reset(reset), .data(c_10h), .seg_data(seg_data_5));
segment_decode seg4(.clk(clk_1k), .reset(reset), .data(c_1h),  .seg_data(seg_data_4));
segment_decode seg3(.clk(clk_1k), .reset(reset), .data(c_10m), .seg_data(seg_data_3));
segment_decode seg2(.clk(clk_1k), .reset(reset), .data(c_1m),  .seg_data(seg_data_2));
segment_decode seg1(.clk(clk_1k), .reset(reset), .data(c_10s), .seg_data(seg_data_1));
segment_decode seg0(.clk(clk_1k), .reset(reset), .data(c_1s),  .seg_data(seg_data_0));
always@(posedge clk_1k or negedge reset) begin
	if(~reset)begin
		seg_data<=8'd0;
	end
	else begin
		case(sel_count)
			3'b000 : seg_data <=seg_data_0;
			3'b001 : seg_data <=seg_data_1;
			3'b010 : seg_data <=seg_data_2;
			3'b011 : seg_data <=seg_data_3;
			3'b100 : seg_data <=seg_data_4;
			3'b101 : seg_data <=seg_data_5;
			3'b110 : seg_data <=seg_data_6;
			3'b111 : seg_data <=seg_data_7;	
		endcase
	end
end
always@(posedge clk_1k or negedge reset) begin
	if(~reset)begin
		c_1s <=0;
		carry_1s<=0;
	end
	else begin
		if(c_1s >=9) begin
			c_1s <=0;
			carry_1s <= carry_1s + 1;
		end	
		else begin
			c_1s <= c_1s + 1;
			carry_1s <= 0;
		end
	end
end
always@(posedge carry_1s or negedge reset) begin
	if(~reset)begin
		c_10s <= 0;
		carry_10s <= 0;
	end
	else begin 
		if(c_10s >=5) begin
			c_10s <= 0;
			carry_10s <= carry_10s + 1;
		end
		else begin
			c_10s <= c_10s + 1;
			carry_10s <=0;
		end
	end	
end
always@(posedge clk_1k or negedge reset) begin
	if(~reset)begin
		c_1m <=0;
		carry_1m<=0;
	end
	else begin
		if(c_1m >=9) begin
			c_1m <=0;
			carry_1m <= carry_1m + 1;
		end	
		else begin
			c_1m <= c_1m + 1;
			carry_1m <= 0;
		end
	end
end
always@(posedge carry_1m or negedge reset) begin
	if(~reset)begin
		c_10m <= 0;
		carry_10m <= 0;
	end
	else begin 
		if(c_10m >=5) begin
			c_10m <= 0;
			carry_10m <= carry_10m + 1;
		end
		else begin
			c_10m <= c_10m + 1;
			carry_10m <=0;
		end
	end	
end
always@(posedge clk_1k or negedge reset) begin
	if(~reset)begin
		c_1h <=0;
		carry_1h<=0;
	end
	else begin
		if(c_1h >=9) begin
			c_1h <=0;
			carry_1h <= carry_1h + 1;
		end	
		else begin
			c_1h <= c_1h + 1;
			carry_1h <= 0;
		end
	end
end
always@(posedge carry_1h or negedge reset) begin
	if(~reset)begin
		c_10h <= 0;
		carry_10h <= 0;
	end
	else begin 
		if(c_10h >=5) begin
			c_10h <= 0;
			carry_10h <= carry_10h + 1;
		end
		else begin
			c_10h <= c_10h + 1;
			carry_10h <=0;
		end
	end	
end
always@(posedge clk_1k or negedge reset) begin
	if(~reset)begin
		c_1d <=0;
		carry_1d<=0;
	end
	else begin
		if(c_1d >=9) begin
			c_1d <=0;
			carry_1d <= carry_1d + 1;
		end	
		else begin
			c_1d <= c_1d + 1;
			carry_1d <= 0;
		end
	end
end
always@(posedge carry_1d or negedge reset) begin
	if(~reset)begin
		c_10d <= 0;
	end
	else begin 
		if(c_10d >=5) begin
			c_10d <= 0;
		end
		else begin
			c_10d <= c_10d + 1;
		end
	end	
end
endmodule
module segment_decode(
	input clk, reset,
	input [3:0] data,
	output reg [7:0] seg_data
);
always@(posedge clk or negedge reset) begin
	if(~reset)begin
		seg_data<=0;
	end
	else begin
		case(data)
			4'd0: seg_data<=8'b0011_1111;
			4'd1: seg_data<=8'b0000_0110;
			4'd2: seg_data<=8'b0101_1011;
			4'd3: seg_data<=8'b0100_1111;
			4'd4: seg_data<=8'b0110_0110;
			4'd5: seg_data<=8'b0110_1101;
			4'd6: seg_data<=8'b0111_1101;
			4'd7: seg_data<=8'b0010_0111;
			4'd8: seg_data<=8'b0111_1111;
			4'd9: seg_data<=8'b0110_0111;
			default: seg_data<=seg_data;
		endcase
	end
end	
endmodule
$ cat /design/flow/run.sh
#!/bin/bash
# OpenROAD 26Q1-2900-gdf79404cd8, Yosys 0.63+post, stock flow scripts
make -C /OpenROAD-flow-scripts/flow DESIGN_CONFIG=/design/flow/config.mk WORK_HOME=/design/flow/orfs finish
==> results.json <==
{
  "core_area_sq_mm": 0.0116,
  "antenna_found_initial": 0,
  "rsz0062_at_grt": "true",
  "min_period_over_period_pct": 101,
  "drc": 0,
  "violations": "setup timing",
  "worstPathArrival_ps": 1930,
  "final.min_clock_period_ps": 1710,
  "drt-wirelength-per-cell_microns": 15.6,
  "postSynthAreaPerCell_sq_um": 9.35,
  "p_leak_nw": 2.80,
  "synth-seq-area-share_pct": 45.3,
  "critPathMaxFanout": 6,
  "cts_tree": "built",
  "cts_made_buffers": 9,
  "vias": 4801,
  "worst_pin_slew_ps": 570,
  "cp-startpoint": "c_1h[0]",
  "layout_top_cell": "dfrtp_1",
  "ys_area_sq_mm": 0.00608,
  "portBuffers": 16,
  "routed_via_density": 5.95,
  "yosysUniqueCellTypes": 56,
  "clockBufferDepth": 2,
  "vdd_ir_drop_max_mv": 0.414,
  "untimed_endpoints": 16,
  "synthFlopType": "dfrtp_1",
  "synth_cells": 650,
  "grt_pass1_wl_mm": 21.1,
  "cts_max_level": 3,
  "fp.dieH_microns": 112,
  "io_pins": 19,
  "wirelength_mm": 12.6,
  "startpoint_type": "register",
  "rows": 39,
  "tool_warnings": 63,
  "layout_setup_ws_ps": -12.9,
  "fill_cells": 949,
  "finish.utilization_pct": 59.2,
  "path_class": "reg2reg",
  "overflow": 0,
  "drive_gt1_share_pct": 12.7,
  "power_density_mw_per_mm2": 624,
  "ys_async_sr_fraction_pct": 100,
  "grt_usage_pct": 21.4,
  "maxCapViolCount": 0,
  "numSynthFlops": 110,
  "clkLatencyLatePin_ps": 340,
  "reg2reg_from": "c_1h[0]",
  "min_path_type": "in2async",
  "slew_headroom_pct": 62.0,
  "die_x_microns": 112,
  "clock.fmax_mhz": 584,
  "route.antenna.diode_count": 0,
  "clk_pin_slew_ps": 60,
  "finalHoldViolCount": 0,
  "drt_pass1_iterations": 17,
  "unclocked_pins": 16,
  "outcome": "finished with violations",
  "cts_root_buf": "clkbuf_16",
  "routabilityCongestion": 0.879,
  "r2r_cells": 6,
  "fp_util_pct": 52.3,
  "ant_nets": 0,
  "clock_skew_ps": 5.58,
  "drt_iter0_markers": 340,
  "layout_top_cells": "dfrtp_1 (107), nor2_1 (91), a21oi_1 (43)",
  "cp.required_ps": 1910,
  "grt_max_degree": 111,
  "edf_count": 0,
  "worst_setup_path_end_kind": "register",
  "grt_pass1_vias": 4323,
  "chip_area_sq_mm": 0.0126,
  "syn-cell-area_sq_mm": 0.00608,
  "ctsHoldBuffers": 0,
  "place_ws_ps": -70.4,
  "dp_hpwl_mm": 8.72,
  "yosysWarningCount": 2,
  "setup_viol": 2,
  "ys_cells": 650,
  "slew_violations": 0,
  "area_growth_pct": 13.1
}
==> per-layer routing <==
metal | GRT usage, % | routed length, microns | part of all wire (%)
met5 | 0 | 0 | 0
met4 | 2.49 | 168 | 1.3
met3 | 2.53 | 533 | 4.2
met2 | 32.1 | 5590 | 44
met1 | 36.2 | 6270 | 50
==> worst max-delay path, stage by stage (launching register included) <==
cell      delay [ps]
dfrtp_1          430
buf_4            160
ha_2             170
or4_4            420
a21boi_4         180
o22ai_2          180
a21oi_1           60
==> kinds of logic (layout without fill, tap and decap cells) <==
| group | count (synthesis) | in the layout | synth area share [%] |
|---|---|---|---|
| other | 2 | 2 | 0.124 |
| buffers and inverters | 82 | 96 | 5.66 |
| adder cells (fa/ha/maj) | 43 | 43 | 8.85 |
| XOR/XNOR | 4 | 4 | 0.576 |
| AND/OR/NAND/NOR | 218 | 218 | 17.0 |
| AND-OR/OR-AND | 184 | 184 | 21.2 |
| multiplexers | 7 | 7 | 1.26 |
| flip-flops | 110 | 110 | 45.3 |
==> cell type report <==
type / count / area (sq um) / share of cell area [%]
multi-input combinational: 458 / 3120 / 45.3
clock buffer: 12 / 246 / 3.59
timing repair buffer: 46 / 399 / 5.81
sequential: 110 / 2760 / 40.1
inverter: 35 / 131 / 1.91
clock inverter: 3 / 43.8 / 0.637
tap: 143 / 179 / 2.60
==> what timing repair did <==
item / CTS / global route
pin swaps: 2 / 7
buffers inserted: 0 / 2
endpoints found under the setup margin: 4 / 19
endpoints found under the hold margin: 0 / 0
gates resized: 6 / 31
==> state kept, by name, indices dropped and copies added, names as in the netlist, 3 cells and up <==
name / count
c_10d: 4
c_10h: 4
c_10m: 4
c_10s: 4
c_1d: 4
c_1h: 4
c_1m: 4
c_1s: 4
seg0.seg_data: 7
seg1.seg_data: 7
seg2.seg_data: 7
seg3.seg_data: 7
seg4.seg_data: 7
seg5.seg_data: 7
seg6.seg_data: 7
seg7.seg_data: 7
seg_com: 8
seg_data: 7
sel_count: 3
==> through the flow <==
stage	hold WS [ps]	cells	setup TNS (ps)	cell area [sq um]	power, mW
floorplan	44.4	650	-6.47	6090	2.28
global placement	468	790	0	6430	2.34
detailed placement	472	790	-138	6430	2.34
CTS	106	805	0	6740	4.35
global route	118	807	-467	6870	4.45
finish	72.4	807	-17.8	6870	4.29
==> path summary, 6_finish.rpt <==
path	to	slack, ps
worst min register to register	c_1d[0]	500
worst min-delay path	seg6.seg_data[0]	70
min in group clk0	c_1d[0]	500
worst max-delay path	seg4.seg_data[3]	-10
max in group asynchronous	c_1s[0]	1180
worst max register to register	seg4.seg_data[3]	-10
==> cells in the mapped netlist (all sizes together) (6+ instances only) <==
library cell,count,share of area (%)
a21oi,44,3.7
a221oi,6,0.86
a22oi,15,1.9
a31oi,12,1.2
and2,11,1.1
buf,23,2.0
clkbuf,24,1.5
dfrtp,110,45
ha,43,8.9
inv,35,2.2
nand2,28,1.7
nand2b,15,1.5
nor2,94,5.8
nor2b,15,1.5
nor3,28,2.3
nor4,12,1.2
o21a,12,1.5
o21ai,30,2.5
o21bai,7,0.93
o22ai,6,0.72
o32a,11,1.8
o32ai,6,0.86
==> report_power, final <==
part / switching [mW] / total, mW / internal [mW] / leakage, nW
combinational: 0.0489 / 0.0571 / 0.00820 / 1.36
sequential: 0.000233 / 2.24 / 2.24 / 1.30
clock: 0.815 / 1.99 / 1.18 / 0.143
total: 0.864 / 4.29 / 3.42 / 2.80
Power is estimated from default activity; no workload was simulated.
