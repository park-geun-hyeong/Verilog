<file path="flow/design.v">
module half_adder(S,C,x,y);
  input x,y;
  output S,C;
   xor(S,x,y);
   and(C,x,y);
endmodule
module full_adder(S,C,x,y,z);
   output S,C;
   input x,y,z;
   wire S1,D1,D2;
   half_adder HA1(S1,D1, x,y);
   half_adder HA2(S, D2, S1,z);
   or G1(C,D2,D1);
endmodule
module ripple_carry_8_bit_adder( S, Cout, A, B, Cin);
   input [07:0]A;
   input [07:0]B;
   input Cin;
   output [7:0]S;
   output Cout;
   wire [6:0]C;
   full_adder FA0 (S[0],C[0],A[0],B[0],Cin),
	      FA1 (S[1],C[1],A[1],B[1],C[0]),
              FA2 (S[2],C[2],A[2],B[2],C[1]),
              FA3 (S[3],C[3],A[3],B[3],C[2]),
              FA4 (S[4],C[4],A[4],B[4],C[3]),
              FA5 (S[5],C[5],A[5],B[5],C[4]),
              FA6 (S[6],C[6],A[6],B[6],C[5]),
              FA7 (S[7],Cout,A[7],B[7],C[6]);
endmodule
</file>
<file path="flow/run.sh">
#!/bin/bash
# OpenROAD 26Q1-2900-gdf79404cd8, Yosys 0.63+post, stock flow scripts
make -C /OpenROAD-flow-scripts/flow DESIGN_CONFIG=/design/flow/config.mk WORK_HOME=/design/flow/orfs finish
</file>
<file path="flow/config.mk">
export PLATFORM = sky130hd
export DESIGN_NAME = ripple_carry_8_bit_adder
export DESIGN_NICKNAME = ripple_carry_8_bit_adder
export VERILOG_FILES = /design/flow/design.v
export SDC_FILE = /design/flow/constraint.sdc
export NUM_CORES = 4
export LEC_CHECK = 1
export CORE_AREA = 10 10 70 70
export DIE_AREA = 0 0 80 80
</file>
<file path="flow/constraint.sdc">
current_design ripple_carry_8_bit_adder

set clk_period 10.2
set clk_io_pct 0.2

create_clock -name clk0 -period $clk_period

set non_clock_inputs [all_inputs -no_clocks]
set_input_delay [expr $clk_period * $clk_io_pct] -clock clk0 $non_clock_inputs
set_output_delay [expr $clk_period * $clk_io_pct] -clock clk0 [all_outputs]
</file>
==> Changelog: implementation <==
### Physical design

* Status: complete, no violations
* Crit Path Max Fanout at 1
* Post-CTS Setup Bufs at 0
* Switching Share at 25.2%
* Row count at 21
* Hold EP: Cout
* Post-route DRC at 0
* IO Pins at 26
* Min cycle time layout at 8.25 ns
* Antenna viol nets, final at 0
* Setup TNS at 0 ns
* Worst path required time at 8.16 ns
* Initial core utilization at 7.00%
* Ant. Diodes at 0
* Detailed Route Iter0 Violations at 0
* Ys Warns at 0
* M3 GR Usage at 3.64%
* Synthesized instance count at 21
* CTS Hold Buffers Added at 0
* Yosys stat area at 239 um2
* Initial antenna violation count at 0
* Die Ht at 80 um
* # placed instances at about 85
* Synth logic family: adder cells
* Die area at about 0.0064 mm2
* XOR/XNOR Fraction of Synth Area at 0%
* Ys cells at 21
* Worst hold stages at 5
* Sequential share of the synthesized area at 0%
* VDD IR max at 17.2 uV
* Ao+oa area frac at 0%
* Hold crit path type: primary input to primary output
* First-pass GRT wire length at around 1.2 mm
* Worst slew pin tran at 0.0974 ns
* Clock buffer cells at 0
* Sequential fraction of design power at 0%
* Worst setup SP type: primary input
* Worst Setup End Kind: primary output
* Max-cap violation count at 0
* Worst slew margin at 93.5%
* Yosys adder share at 67.0%
* Non-Filler Cell Area, Final at 497 um2
* Post-synthesis mux area share at 0%
* Core ar. at 0.00342 mm2
* Layout cell share with drive strength beyond 1 at 0%
* Hold_sp: B[7]
* Fmax achieved at 121 MHz
* Routability congestion estimate from global placement at 0.801
* Die X at 80 um
* Vias in the first global route at 242
* Count of input and output buffers at 26
* Drt wl/cell at 8.62 um
* PostCTS Resize Cnt at 0
* Mapped Area at 239 um2
* Filler-free cell count of the finished design at ~85
* Seq. cell area at 0 um2
* Post-DR vias/cell at between 2 and 2.5
* Post-synth cell types at 3
* Tcrit/Tclk final at 80.9%
* Unrepaired setup endpoints after global routing: false
* Clk pwr share at 0%
* Int Pwr at 19.5 uW
* Seq_cells at 0
* Max Slew Vio Count at 0
* Total track usage at 2.29%
* Logic pwr share at 100.0%
* P&R area growth vs syn at 108%
* Pwr per Cell Area at 52.5 mW/mm2
* Largest net degree at the start of global routing at 2
* Avg Inst Size Synth at 11.4 um2
* Vias at between 150 and 200
* Hpwl dp at approximately 740 um
* Final setup vio count at 0
* Post-Route WL at 733 um
* Tool warnings at 32
* Worst path arrival time at roughly 6.2 ns
* Initial DRT Pass Iterations at 1
* Final Hold Fails at 0
* Met2 usage at 2.09%
* Net Sw Power at 6.58 uW
* P_leak at 0.187 nW
* Placed cell area at 497 um2
* Grt peak-use layer: met3
* GR Layer Usage met1 at about 2.7%
* Global route total overflow at 0
* Simple share at 0%
* Crit path kind: primary input to primary output
## power by group through the flow
stage	logic (mW)	clock network, mW	registers [mW]
4_1_cts	0.0270	0	0
5_1_grt	0.0301	0	0
6_report	0.0261	0	0
## critical path, stage by stage
cell and delay [ns]:
clkdlybuf4s50_1 0.43, fa_1 0.44, fa_1 0.39, fa_1 0.39, fa_1 0.40, fa_1 0.39
fa_1 0.38, fa_1 0.36, inv_1 0.07, fa_1 0.40, inv_1 0.06, clkdlybuf4s50_1 0.47
## worst max path at each step
stage / endpoint / slack (ns) / from / cells past startpoint
CTS: S[7] / 1.92 / A[0] / 12
global route: S[7] / 1.72 / A[0] / 12
finish: S[7] / 1.95 / A[0] / 12
## stage by stage
step | setup slack [ns] | util, % | total power [mW] | hold slack (ns)
after global placement | 1.94 | 14.5 | 0.0267 | 5.14
final | 1.95 | 14.5 | 0.0261 | 5.14
after floorplan | 2.85 | - | 0.0124 | 4.29
after global routing | 1.72 | 14.5 | 0.0301 | 5.19
after CTS | 1.92 | 14.5 | 0.0270 | 5.15
after detailed placement | 1.91 | 14.5 | 0.0268 | 5.15
## per-layer routing
layer,wire (um),vias to the layer above
met2,128,26
met3,328,0
met4,0,0
li1,-,86
met1,276,80
met5,0,-
## Yosys cell counts
master / instances / share of area, %
inv_1: 5 / 7.9
buf_4: 8 / 25
fa_1: 8 / 67
## logic make-up (layout without fill, tap and decap cells)
kind of cell | count (synthesis) | in the layout
fa+ha+maj | 8 | 8
buf+inv | 13 | 31
## cell usage in the layout (no fill, tap or decap)
cell type,instances
clkdlybuf4s50_1,26
fa_1,8
inv_1,5
## layout make-up
| type | instances | area (um2) |
|---|---|---|
| fillers | 389 | 2920 |
| well taps | 46 | 57.6 |
| multi-input cells | 8 | 160 |
| repair buffers | 26 | 260 |
| inverters | 5 | 18.8 |
Power figures rest on the tool's default switching activity, not on a simulated workload.
