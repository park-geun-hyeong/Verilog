==> ./design.v <==
module full_adder_dataflow(A,B,Cin,S,Cout);
input A,B,Cin;
output S,Cout;
assign S = ((A^B)^Cin);
assign Cout = ((A&B)|((A^B)&Cin)); 
endmodule
module ripple_carry_adder_dataflow(A,B,Cin,S,Cout);
input [7:0]A;
input [7:0]B;
input Cin;
output [7:0]S;
output Cout;
wire C[6:0];
full_adder_dataflow a1(A[0],B[0],Cin,S[0],C[0]);
full_adder_dataflow a2(A[1],B[1],C[0],S[1],C[1]);
full_adder_dataflow a3(A[2],B[2],C[1],S[2],C[2]);
full_adder_dataflow a4(A[3],B[3],C[2],S[3],C[3]);
full_adder_dataflow a5(A[4],B[4],C[3],S[4],C[4]);
full_adder_dataflow a6(A[5],B[5],C[4],S[5],C[5]);
full_adder_dataflow a7(A[6],B[6],C[5],S[6],C[6]);
full_adder_dataflow a8(A[7],B[7],C[6],S[7],Cout);
endmodule
==> ./run.sh <==
#!/bin/bash
# OpenROAD 26Q1-2900-gdf79404cd8, Yosys 0.63+post, stock flow scripts
make -C /OpenROAD-flow-scripts/flow DESIGN_CONFIG=/design/flow/config.mk WORK_HOME=/design/flow/orfs finish
==> ./config.mk <==
export PLATFORM = sky130hd
export DESIGN_NAME = ripple_carry_adder_dataflow
export DESIGN_NICKNAME = ripple_carry_adder_dataflow
export VERILOG_FILES = /design/flow/design.v
export SDC_FILE = /design/flow/constraint.sdc
export NUM_CORES = 4
export LEC_CHECK = 1
export CORE_AREA = 10 10 70 70
export DIE_AREA = 0 0 80 80
==> ./constraint.sdc <==
current_design ripple_carry_adder_dataflow

set clk_period 6.1
set clk_io_pct 0.2

create_clock -name clk0 -period $clk_period

set non_clock_inputs [all_inputs -no_clocks]
set_input_delay [expr $clk_period * $clk_io_pct] -clock clk0 $non_clock_inputs
set_output_delay [expr $clk_period * $clk_io_pct] -clock clk0 [all_outputs]
==> run_results.csv <==
group,metric,value,unit
status,status,"finished clean",
final_timing,max_freq,170,MHz
die,core,3420,um2
power,ir_drop,0.0231,mV
power,clkPwrFrac,0,%
synth,yosys_warnings,1,
final_timing,final_hold_viol_count,0,
die,die_y,80,um
final_timing,slew_violations,0,
drt,via_per_inst,2.38,
power,combPwrFrac,100.0,%
power,internal_power,32.7,uW
drt,detailedRoute.firstPassIterationCount,2,
cells_and_area,syn2layout_area_growth,105,%
worst_setup_path,crit_fanout,1,
power,p_switching,12.7,uW
clock_network,hold_buffers,0,
die,die_w,80,um
worst_setup_path,cp.required,4.88,ns
cells_and_area,drive_gt1_share,27.3,%
global_route,grt_max_degree,2,
power,cellPowerDensity,86.1,nW/um2
run,cap_violations,0,
drt,wire_per_inst,8.61,um
drt,diodes,0,
die,die_area,6400,um2
cells_and_area,final_core_util,15.5,%
min_path,hold_path.class,"primary input to primary output",
global_route,antenna_found_initial,0,
run,warning_count,32,
cells_and_area,flop_area,0,um2
cells_and_area,seq_cell_count,0,
worst_setup_path,setup.worst_path.start,"A[0]",
synth,synth.most_common_cell,"inv_1",
synth,seq_area_frac_synth,0,%
final_timing,rsz0062_at_grt,"no",
worst_setup_path,start_kind,"primary input",
final_timing,slew_headroom,93.4,%
synth,yosysUniqueCellTypes,3,
global_route,gr-usage-all-layers,2.26,%
placed_design,place_congestion,0.869,
synth,top_cells_by_area,"fa_1 62%, buf_4 23%, inv_1 15%",
worst_setup_path,arrival,4.67,ns
drt,drt_iter0_drc,3,
synth,synth-area-yosys,258,um2
global_route,grt-ovfl-total,0,
cells_and_area,clkbuf_count,0,
final_timing,period_used_share,96.5,%
power,swShare,28.0,%
worst_setup_path,path_class,"primary input to primary output",
worst_setup_path,endpoint_kind,"primary output",
worst_setup_path,endpoint,"S[7]",
drt,vias,214,
die,pin_count,26,
drt,post-route-drc-count,0,
power,p_seq_share,0,%
synth,synth_top_area_share,62.1,%
final_timing,finalCriticalPeriod,5.89,ns
placed_design,io_buffers,26,
final_timing,setup_violations,0,
drt,route.antenna.remaining_nets,0,
drt,drt-total-wl,775,um
synth,yosysTopAreaCell,"fa_1",
placed_design,hpwl,778,um
synth,ys_cells,26,
cells_and_area,fillers,394,
cells_and_area,combGateArea,178,um2
die,row_count,21,
global_route,grt_pass1_wl,1140,um
die,fp_util,7.55,%
synth,synth_area,258,um2
synth,common_cells,"10 x inv_1, 8 x buf_4, 8 x fa_1",
global_route,grt_pass1_vias,237,
final_timing,worst_slew_pin_slew,0.0989,ns
final_timing,tns,0,ns
synth,syn_avg_cell_area,9.91,um2
synth,synthCells,26,
power,power.leakage,0.208,nW
==> worst min-delay path by stage <==
stage	startpoint	to	slack [ns]	cells after the start
finish	B[7]	S[7]	3.31	5
CTS	B[7]	S[7]	3.32	5
global route	B[0]	S[0]	3.37	5
==> power groups by stage <==
stage / clock network, mW / logic [mW] / registers (mW)
after CTS: 0 / 0.0472 / 0
after global routing: 0 / 0.0514 / 0
final: 0 / 0.0455 / 0
==> cell families (layout without fill, tap and decap cells) <==
kind of cell | count (synthesis) | in the layout | synth area share [%]
adder cells (fa/ha/maj) | 8 | 8 | 62.1
buffers and inverters | 18 | 36 | 37.9
==> placed cells by master, fill, tap and decap left out, drive strengths merged <==
master,netlist,final
clkdlybuf4s50,0,22
inv,10,10
fa,8,8
dlygate4sd2,0,4
==> metal layers <==
| layer | vias to the layer above | track usage, % | routed length (um) |
|---|---|---|---|
| li1 | 96 | - | - |
| met1 | 94 | 3.09 | 329 |
| met2 | 24 | 2.81 | 228 |
| met3 | 0 | 1.82 | 218 |
| met4 | 0 | 0 | 0 |
| met5 | - | 0 | 0 |
==> cell type report <==
type,count,area share (%)
inverter,10,7.11
multi-input combinational,8,33.6
tap,46,10.9
timing repair buffer,26,48.3
==> worst max-delay path, cell delays in order <==
cell	delay (ns)
dlygate4sd2_1	0.24
inv_2	0.06
fa_2	0.19
inv_2	0.04
fa_2	0.35
fa_2	0.37
fa_2	0.38
fa_2	0.37
fa_2	0.37
fa_2	0.36
inv_2	0.06
fa_1	0.40
inv_1	0.06
dlygate4sd2_1	0.20
==> timing repair <==
item	CTS	global route
endpoints found under the setup margin	2	0
buffers inserted	0	0
resized	16	0
==> metrics by stage <==
stage / setup slack, ns / total power, mW / std cells / hold WS [ns] / cell area [um2]
global route: 0.0345 / 0.0514 / 90 / 3.37 / 528
floorplan: 0.564 / 0.0218 / 26 / 2.66 / 258
global placement: -0.325 / 0.0457 / 90 / 3.50 / 515
finish: 0.213 / 0.0455 / 90 / 3.31 / 528
detailed placement: -0.346 / 0.0459 / 90 / 3.50 / 515
CTS: 0.179 / 0.0472 / 90 / 3.32 / 528
No activity file was given, so power comes from the tool's default toggle rates.
